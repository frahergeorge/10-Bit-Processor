===== design/flow/design.v =====
module reg10 (
  input CLKb,          
  input EN,            
  input [9:0] D,       
  output reg [9:0] Q  
);
always @(negedge CLKb) begin  
  if (EN) begin               
    Q <= D;                   
  end
end
endmodule

===== design/flow/run.sh =====
#!/bin/bash
# OpenROAD 26Q1-2900-gdf79404cd8, Yosys 0.63+post, stock flow scripts
make -C /OpenROAD-flow-scripts/flow DESIGN_CONFIG=/design/flow/config.mk WORK_HOME=/design/flow/orfs finish

===== design/flow/config.mk =====
export PLATFORM = sky130hd
export DESIGN_NAME = reg10
export DESIGN_NICKNAME = reg10
export VERILOG_FILES = /design/flow/design.v
export SDC_FILE = /design/flow/constraint.sdc
export NUM_CORES = 4
export LEC_CHECK = 1
export CORE_AREA = 10 10 70 70
export DIE_AREA = 0 0 80 80

===== design/flow/constraint.sdc =====
current_design reg10

set clk_period 1.0
set clk_io_pct 0.2

create_clock -name clk0 -period $clk_period [get_ports {CLKb}]

set non_clock_inputs [all_inputs -no_clocks]
set_input_delay [expr $clk_period * $clk_io_pct] -clock clk0 $non_clock_inputs
set_output_delay [expr $clk_period * $clk_io_pct] -clock clk0 [all_outputs]

==> flow_summary.json <==
{
  "grt_max_degree": 6,
  "worstSetupEndpointType": "output pin",
  "yosysUniqueCellTypes": 2,
  "total_power_w": 0.000981,
  "core-area_sq_um": 3420,
  "setup_ws_ns": -0.489,
  "critPathSlowestCell": "edfxtp_1",
  "tool_warnings": 37,
  "largest_registers": "Q x10",
  "crit_chain": "buf_2",
  "row_count": 21,
  "place_congestion": 0.599,
  "cts-buffers-inserted": 3,
  "cts.sinks": 10,
  "grt_pass1_vias": 318,
  "slew_viol_final": 0,
  "h-tree-depth": 1,
  "yosys_area_sq_um": 304,
  "synthTopCellsByArea": "edfxtp_1 99%, inv_1 1.2%",
  "globalRouteOverflowTotal": 0,
  "status": "finished, violations left",
  "failed_checks": "negative setup slack",
  "vias_per_cell": 2.48,
  "numSynthFlops": 10,
  "combGateArea_sq_um": 0,
  "fp_util_pct": 8.90,
  "grt_pass1_wl_um": 1310,
  "tns_ns": -4.78,
  "cts_tree": "yes",
  "routedWlPerCell_um": 8.79,
  "ios": 22,
  "n_fill_cell": 393,
  "cts_root_buf": "clkbuf_4",
  "critPathArrivalTime_ns": 1.29,
  "power_density_nw_per_um2": 1660,
  "routed_wl_um": 809,
  "top_area_cell": "edfxtp_1",
  "ff_latch_area_sq_um": 300,
  "ys_seq_share_pct": 98.8,
  "postCtsHoldBufs": 0,
  "synth_warnings": 1,
  "post_cts_buffers": 0,
  "synth_top_area_share_pct": 98.8,
  "drive_above_1_share_pct": 34.8,
  "logic_gate_count": 0,
  "chipArea_sq_um": 6400,
  "ff_type": "edfxtp_1",
  "tightest_slew_ns": 0.0755,
  "num_vias": 228,
  "vdd_drop_max_v": 0.000249,
  "maxCapViolations": 0,
  "hp-class": "in2reg",
  "ant_nets": 0,
  "crit_fanout": 1,
  "crit_type": "reg2out",
  "top_cell": "edfxtp_1",
  "hold_ws_ns": 0.675,
  "clock_path_buffers": 2,
  "netlist_instances": 11,
  "cp_num_buf_inv": 1,
  "ys_cells": 11,
  "diodes": 0,
  "critical_path.top_delay_family": "flip-flops",
  "die_y_um": 80,
  "async_reset_ff_share_pct": 0,
  "setup_viol": 10,
  "drt_iter0_drc": 6,
  "total_leakage_power_nw": 0.274,
  "regMostFlops": "Q",
  "antenna_found_initial": 0,
  "drc": 0,
  "critPathRequiredTime_ns": 0.80,
  "edf_count": 10,
  "dieWidth_um": 80,
  "port_buffers": 21,
  "cp_slowest_stage_delay_ns": 0.34,
  "critPathLaunchType": "flip-flop",
  "hold_viol_final": 0,
  "top_cells_by_count": "10 x edfxtp_1, 1 x inv_1",
  "mappedNetlistArea_sq_um": 304,
  "firstDrtPassIters": 2,
  "relSlewSlack_pct": 95.0,
  "rsz0062_at_grt": "true",
  "area_growth_pct": 93.8,
  "grt_usage_pct": 2.61,
  "largest_register_ffs": 10,
  "avgSynthCellArea_sq_um": 27.6,
  "path_clk_slew_ns": 0.03
}
-- through the flow --
stage	area, sq um	setup WS [ns]	util (%)	instances
2_1_floorplan	304	0.00132	-	11
3_3_place_gp	587	-0.650	17.2	80
3_5_place_dp	587	-0.652	17.2	80
4_1_cts	589	-0.504	17.3	92
5_1_grt	589	-0.551	17.3	92
6_report	589	-0.489	17.3	92
-- what timing repair did --
action,CTS,global route
endpoints found under the setup margin,30,10
gates cloned,0,0
resized,45,0
-- routing by layer --
layer,up-vias,global-route usage [%],wire length (um),share of wire [%]
li1,114,-,-,-
met5,-,0,0,0
met3,0,1.93,46,5.7
met1,109,1.88,236,29
met2,5,4.74,526,65
met4,0,1.41,0,0
-- final timing paths --
check	from	cells past startpoint	slack, ns	to
setup / recovery	Q[7]	1	-0.49	Q[7]
hold / removal	D[3]	1	0.67	Q[3]
-- final cells by class --
class | instances | area share, %
Sequential cell | 10 | 51.0
Timing Repair Buffer | 23 | 29.1
Tap cell | 46 | 9.77
Clock inverter | 10 | 6.37
Clock buffer | 3 | 3.82
-- logic make-up after synthesis --
family / after synthesis / synth area share, %
buf+inv: 1 / 1.23
flops: 10 / 98.8
-- power by group --
part           internal, W  switching [W]
clock             0.000191       0.000212
combinational    0.0000493      0.0000201
sequential        0.000502     0.00000660
-- layout by cell type (no fill, tap or decap) --
master / count
edfxtp_1: 10
inv_1: 10
dlygate4sd2_1: 10
buf_2: 10
clkbuf_4: 3
buf_6: 2
clkdlybuf4s15_2: 1
Power figures rest on the tool's default switching activity, not on a simulated workload.
