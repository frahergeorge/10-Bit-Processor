==> /design/flow/design.v <==
module debouncer(
	input logic A_noisy,
	input logic CLK50M, 
	output logic A
);
	logic [15:0] COUNT;
	parameter [15:0] COMPARE = 50_000;  
	logic t_d, t_r, Anext;
	always_ff@(posedge CLK50M)
	begin
		if(t_r)
			COUNT <= 16'd0;
		else
			COUNT <= COUNT + 16'd1;
	end
	assign t_d = (COUNT >= COMPARE);
	assign Anext = (A_noisy & t_d) | (A & ~t_d);
	always_ff@(posedge CLK50M)
		A <= Anext;
	assign t_r = t_d | (~A & ~A_noisy) | (A & A_noisy);
endmodule
==> /design/flow/run.sh <==
#!/bin/bash
# OpenROAD 26Q1-2900-gdf79404cd8, Yosys 0.63+post, stock flow scripts
make -C /OpenROAD-flow-scripts/flow DESIGN_CONFIG=/design/flow/config.mk WORK_HOME=/design/flow/orfs finish
==> /design/flow/config.mk <==
export PLATFORM = sky130hd
export DESIGN_NAME = debouncer
export DESIGN_NICKNAME = debouncer
export VERILOG_FILES = /design/flow/design.v
export SDC_FILE = /design/flow/constraint.sdc
export NUM_CORES = 4
export LEC_CHECK = 1
export CORE_AREA = 10 10 79 79
export DIE_AREA = 0 0 89 89
==> /design/flow/constraint.sdc <==
current_design debouncer

set clk_period 2.7
set clk_io_pct 0.2

create_clock -name clk0 -period $clk_period [get_ports {CLK50M}]

set non_clock_inputs [all_inputs -no_clocks]
set_input_delay [expr $clk_period * $clk_io_pct] -clock clk0 $non_clock_inputs
set_output_delay [expr $clk_period * $clk_io_pct] -clock clk0 [all_outputs]
==> CHANGELOG.md <==
### Metrics

- Routed met3 length: 32 um
- CTS root buf: clkbuf_8
- Gate Count Post-Synth: approximately 90
- Hold_buf cts: 0
- Core Util, Final: 0.1962
- Routed Antenna Nets: 0
- Fin. max-slew vios: 0
- Crit share post-route: 0.6217
- PnR worst setup slack: 1.022 ns
- Met2 wire length: around 530 um
- CTS Buf Count: 3
- Post-CTS Resized: 0
- HPWL Detailed: just over 900 um
- Yosys reg bits: 17
- Worst reg-to-reg setup slack: around 1.2 ns
- Final Hold Viols: 0
- FMAX: slightly below 0.6 GHz
- Synth cell types: 27
- FF-to-FF Start: COUNT[11]$_SDFF_PP0_
- Outcome: finished, final reports clean
- OpenROAD warning count: 27
- Chip height: around 89 um
- Post-CTS Setup Inserts: 0
- Antenna cells: 0
- Maximum vdd drop: roughly 0.11 mV
- Crit path DAT: 1.85 ns
- Number of enable flip-flop cells: 1
- Reg with most FFs: COUNT
- Share of cells above drive strength 1: 0.07527
- Iteration tally of the first detailed-router pass: 6
- # setup viols final: 0
- Chip area: 7921 um2
- DR WL/cell: between 8 and 9 um
- Logic cell area: between 400 and 500 um2
- Max-cap violations: 0
- Max reg flops: 16
- Power per cell area: between 500 and 600 nW/um2
- R2R depth: 4
- Antenna violations before repair: 0
- Placer Congestion: about 0.78
- Startpoint class of the critical path: primary input
- Dpl cell area: 869.6 um2
- Yosys cell count: approximately 90
- Top sig layer: met4
- Top cell area share: 0.3975
- Setup TNS: 0 ns
- Drt drc: 0
- Final Instance Area: slightly above 900 um2
- Post-Syn Area: 805.8 um2
- Die W: ~90 um
- Clk slew on worst S/H paths: approximately 0.060 ns
- # fillers: around 500
- Number of DRC markers in iteration 0: 35
- CTS tree: done
- Fin cells: 147
- Yosys top cell by area: dfxtp_1
- Regs by FF count: COUNT (16)
- Min-Delay Path Depth: 1
- Floorplan core density: 0.1729
- Cell area leaders: dfxtp_1 40%, xnor2_1 8.7%, nor2_1 7.9%, xor2_1 5.4%, nand4_1 4.7%
- Area Growth Syn to Fin: 13.51%
- Synth top cells by count: 17 x nor2_1, 16 x dfxtp_1, 8 x xnor2_1, 6 x nand4_1, 5 x xor2_1
- CP max-delay cell: clkdlybuf4s50_1
- RSZ-0062 raised after global routing: no
- Late-Pin Clk Latency: approximately 0.24 ns
- Crit Path Max Fanout: 15
- M1 WL: 681 um
- Global-route wire length before repair: 2.290 mm
- Hold WS: 0.4737 ns
- Total chip power: between 0.4 and 0.5 mW
- Least-Margin Pin Slew: a little under 0.5 ns
- Worst slack at placement: between 0.7 and 0.8 ns
- Via/cell ratio: 3.959
- Yosys stat area: 805.8 um2
- Placed cell count: between 100 and 150
- I/O Pins: 3
- Port Buffers: 2
- Row cnt: 25
- RR Endpoint: COUNT[13]$_SDFF_PP0_
- Crit path max-delay family: buffers and inverters
- Pleak: roughly 0.28 nW
- Crit path kind: primary input to flip-flop
- Register area share after synthesis: 0.4348
- Pin count of the biggest net entering global routing: 16
- Final clock skew: 0.002219 ns
- CTS max path bufs: 2
- Synth top cell by count: nor2_1
- H-tree depth: 1
- Worst Hold Launch: COUNT[0]$_SDFF_PP0_
- Storage cell area: between 300 and 400 um2
- Critical Path End Type: flip-flop
- Slew HR: 0.6781
- Crit path time final: 1.678 ns
- CTS sink cnt: 17
- Worst path buffer plus inverter count: 1
- Total GRT Usage: 0.03321
- Avg Inst Size Synth: between 8 and 9 um2
- CORE AREA: about 4700 um2
- Via count: 582
- Grt total ovfl: 0
- Critical Path RT: about 2.9 ns
- Yosys warning count: 1
- CP cell instances: clkdlybuf4s50_1, xor2_1, o21a_1, nand2_1, a21oi_1
- Post-synth top flop: dfxtp_1
- Drt total wl: 1.277 mm
- Vias in the first global route: 543
- Worst Hold Path EP: COUNT[0]$_SDFF_PP0_
- Slowest cell delay on critical path: between 0.4 and 0.5 ns
- Hold crit path type: flip-flop to flip-flop
- Asr flop ratio synth: 0
## report_power, final
part	total, mW	internal, mW	switching (mW)	leakage (nW)
combinational	0.0156	0.00654	0.00907	0.124
clock	0.183	0.104	0.0783	0.0228
sequential	0.262	0.257	0.00458	0.138
total	0.460	0.368	0.0919	0.285
## final cells by class
| type | instances | share of cell area |
|---|---|---|
| multi-input combinational | 66 | 0.4555 |
| inverter | 4 | 0.01642 |
| timing repair buffer | 2 | 0.02189 |
| sequential | 17 | 0.3830 |
| tap | 54 | 0.07387 |
| clock buffer | 4 | 0.04925 |
## cell usage in the layout, fill, tap and decap left out, drive strengths merged
cell / count
nor2: 17
or3: 1
o2111ai: 1
a41oi: 1
nor3: 4
edfxtp: 1
and3: 1
nand2: 4
dfxtp: 16
xnor2: 8
and2: 2
nor4: 2
o21a: 2
and4: 1
o21ai: 2
clkbuf: 4
clkdlybuf4s50: 2
nand3: 4
inv: 4
a21oi: 2
nand4: 7
xor2: 5
ha: 2
## how the worst max path moves through the flow
stage | from | end | cells after the start
after CTS | A_noisy | COUNT[13]$_SDFF_PP0_ | 5
after global routing | A_noisy | COUNT[2]$_SDFF_PP0_ | 5
final | A_noisy | COUNT[13]$_SDFF_PP0_ | 5
## routing by layer
metal / vias up / track usage
li1: 315 / -
met1: 261 / 0.05000
met2: 4 / 0.05053
met3: 2 / 0.0009183
met4: 0 / 0.01012
met5: - / 0
## cells by family after synthesis
family / synth area share
AND-OR/OR-AND: 0.06522
XOR/XNOR: 0.1413
adder cells (fa/ha/maj): 0.03105
buffers and inverters: 0.04813
flip-flops: 0.4348
AND/OR/NAND/NOR: 0.2795
No activity file was given, so power comes from the tool's default toggle rates.
