**design.v**
```verilog
module registerfile
(
  input wire [9:0] D,
  input wire [1:0] WRA,
  input wire ENW,
  input wire [1:0] RDA0,
  input wire ENR0,
  input wire [1:0] RDA1,
  input wire ENR1,
  input wire Clkb,
  output wire [9:0] Q0,
  output wire [9:0] Q1
);
  reg [9:0] regfile [0:3];  
  always @(posedge Clkb) begin
    if (ENW) begin
      regfile[WRA] <= D;
    end
  end
  assign Q0 = (ENR0) ? regfile[RDA0] : 10'bZ;
  assign Q1 = (ENR1) ? regfile[RDA1] : 10'bZ;
endmodule
```
**run.sh**
```bash
#!/bin/bash
# OpenROAD 26Q1-2900-gdf79404cd8, Yosys 0.63+post, stock flow scripts
make -C /OpenROAD-flow-scripts/flow DESIGN_CONFIG=/design/flow/config.mk WORK_HOME=/design/flow/orfs finish
```
**config.mk**
```make
export PLATFORM = sky130hd
export DESIGN_NAME = registerfile
export DESIGN_NICKNAME = registerfile
export VERILOG_FILES = /design/flow/design.v
export SDC_FILE = /design/flow/constraint.sdc
export NUM_CORES = 4
export LEC_CHECK = 1
export CORE_UTILIZATION = 40
```
**constraint.sdc**
```tcl
current_design registerfile

set clk_period 3.1
set clk_io_pct 0.2

create_clock -name clk0 -period $clk_period [get_ports {Clkb}]

set non_clock_inputs [all_inputs -no_clocks]
set_input_delay [expr $clk_period * $clk_io_pct] -clock clk0 $non_clock_inputs
set_output_delay [expr $clk_period * $clk_io_pct] -clock clk0 [all_outputs]
```
==> metrics.csv <==
stage;metric;value;unit
final_timing;RSZ-0062 raised after global routing;false;
yosys;Post-synth ARST share;0;%
clock_network;clock sink count;40;
yosys;area leader, netlist;edfxtp_1;
final_layout;Regs by FF count;regfile x40;
worst_setup_path;Arr. time, crit path;2.25;ns
yosys;post-synth cell types;7;
clock_network;CTS H-Tree Depth;2;
worst_setup_path;Crit. End Element;output port;
worst_setup_path;crit-path max FO;10;
global_route;largest net degree at the start of global routing;14;
final_timing;setup TNS;0;ns
floorplan;FP Util;42.3;%
drt;initial drt markers;24;
yosys;Adder-Cell Fraction of Synth Area;0;%
global_route;initial antenna violation count;0;
yosys;Multiplexer share;26.3;%
final_layout;Final Util;56.6;%
placement;post-DP HPWL;1980;microns
yosys;register share after synthesis;70.0;%
yosys;Registers, synthesis;40;
yosys;Max-area cell share;70.0;%
final_layout;number of flip-flops in the largest register;40;
yosys;top cells, area;edfxtp_1, mux4_2, buf_6;
power;clock power share;34.6;%
drt;Pre-antenna DRT Iters;3;
placement;Placer Congestion;0.738;
final_timing;Slew Viols, Final;0;
yosys;chip area in the Yosys report;1720;sq um
flow_run;max-capacitance violation count;0;
drt;n_diodes;0;
hold_path;hold crit path type;primary input to flip-flop;
final_layout;fin cells;164;
yosys;top post-synthesis cells by count;edfxtp_1, mux4_2, and3b_1, buf_6, clkbuf_2;
clock_network;CTS tree;built;
global_route;first-pass GRT wire length;4710;microns
power;combinational share of power;12.4;%
flow_run;Tool Warnings;27;
yosys;number of synthesis warnings;3;
final_timing;Slew HR;59.9;%
clock_network;clk slew on worst S/H paths;0.07;ns
final_timing;Max Fclk;348;MHz
yosys;Synth Area in Compound Gates;0;%
yosys;Post-synth top flop;edfxtp_1;
hold_path;hold path cells;1;
clock_network;Clock Tree Root;clkbuf_8;
global_route;GRT Util Overall;16.7;%
power;peak supply drop;277;uV
yosys;flip-flops with a built-in enable;40;
yosys;synthesized cell area;1720;sq um
yosys;syn_area_per_cell;25.2;sq um
drt;Vias/cell;5.41;
clock_network;Post-CTS Resized;0;
clock_network;Hold Buf Count CTS;0;
hold_path;hold_sp;D[1];
placement;Port Buffers;37;
power;sequential share of power;53.1;%
floorplan;boundary pin count;40;
power;NetSw;0.228;mW
yosys;# Cells Yosys;68;
hold_path;worst hold endpoint;regfile[2][1]$_DFFE_PP_;
final_timing;number of setup violations in the final report;0;
placement;placed cells;156;
final_layout;Largest Register;regfile;
final_timing;final hold viol count;0;
power;Sw Share;19.1;%
yosys;most instantiated library cell after synthesis;edfxtp_1;
global_route;number of global-route vias before repair;947;
clock_network;total CTS buffers;5;
run_status;status;completed;
drt;Final ANT Viol Nets;0;
drt;drt drc;0;
drt;Vias;887;
worst_setup_path;Setup Crit Path Kind;primary input to output port;
power;internal power;0.967;mW
final_layout;FILL cells;301;
final_timing;fin crit share;92.6;%
clock_network;clk buf depth;2;
yosys;simple share;1.82;%
final_layout;share of cells above drive strength 1;29.8;%
floorplan;Cell Rows;23;
power;P per Cell Area;521;nW/um^2
floorplan;die x size;67.5;microns
worst_setup_path;CP Launch Type;primary input;
yosys;dominant kind of combinational cell;multiplexers;
worst_setup_path;CP required;2.48;ns
power;Tot Pwr;1.19;mW
floorplan;Core Area;4060;sq um
final_timing;Worst Tran Pin Value;0.601;ns
final_layout;Area Growth Syn to Fin;33.8;%
drt;Detailed Route WL;3090;microns
yosys;xor/xnor share;0;%
power;Leakage;0.750;nW
global_route;remaining global-route overflow;0;
final_timing;Final Critical Period;2.87;ns
clock_network;Post-CTS Setup Bufs;0;
floorplan;Die H;67.5;microns
drt;post-DR wirelength/cell;18.9;microns
yosys;synthesized netlist cell count;68;
floorplan;chip area;4550;sq um
[placed cells by master (no fill, tap or decap)]
master,Yosys,routed
bufinv_16,0,1
buf_4,0,3
clkinvlp_4,0,1
edfxtp_1,40,40
buf_12,0,2
clkinv_2,0,1
and3_1,1,1
clkdlybuf4s50_1,0,37
mux4_2,20,20
nor3b_2,0,1
clkbuf_8,0,5
and3b_1,2,2
[power groups by stage]
stage	registers [mW]	logic, mW	clock network, mW
after CTS	0.634	0.151	0.419
after global routing	0.637	0.160	0.446
final	0.634	0.148	0.413
[how the worst max path moves through the flow]
stage                 startpoint    end  slack [ns]  cells past startpoint
after CTS                RDA1[0]  Q1[5]        0.21                      4
after global routing     RDA1[0]  Q1[5]        0.19                      4
final                    RDA1[0]  Q1[5]        0.23                      4
[metrics by stage]
| step | instance area, sq um | worst slack, ns | hold WS, ns |
|---|---|---|---|
| after global placement | 2180 | 0.233 | 1.24 |
| after floorplan | 1720 | 1.24 | 0.719 |
| after CTS | 2290 | 0.211 | 0.954 |
| after detailed placement | 2180 | 0.227 | 1.26 |
| final | 2290 | 0.230 | 0.957 |
| after global routing | 2290 | 0.187 | 0.971 |
[cells by family (layout without fill, tap and decap cells)]
| logic type | after synthesis | after routing |
|---|---|---|
| buffers and inverters | 4 | 50 |
| flip-flops | 40 | 40 |
| multiplexers | 20 | 20 |
| AND/OR/NAND/NOR | 4 | 4 |
[final cells by class]
type / instances / area, sq um / share of cell area, %
clock inverters: 3 / 42.5 / 1.85
well taps: 50 / 62.6 / 2.73
flip-flops and latches: 40 / 1200 / 52.3
multi-input cells: 24 / 487 / 21.2
repair buffers: 42 / 433 / 18.9
clock buffers: 5 / 68.8 / 3.00
[metal layers]
metal	vias up	track usage, %	routed length [microns]
li1	394	-	-
met1	440	22.8	1200
met2	48	26.1	1540
met3	5	9.42	309
met4	0	1.86	44
met5	-	0	0
[critical path: stages]
cell             delay [ns]
clkdlybuf4s50_1        0.51
buf_12                 0.17
mux4_2                 0.50
clkdlybuf4s50_1        0.45
Power and IR drop assume default switching activity.
